$ cat /design/flow/config.mk
export PLATFORM = sky130hd
export DESIGN_NAME = bin2bcd
export DESIGN_NICKNAME = bin2bcd
export VERILOG_FILES = /design/flow/design.v
export SDC_FILE = /design/flow/constraint.sdc
export NUM_CORES = 4
export LEC_CHECK = 1
export CORE_AREA = 10 10 112 112
export DIE_AREA = 0 0 122 122
$ cat /design/flow/constraint.sdc
current_design bin2bcd

set clk_period 4.2
set clk_io_pct 0.2

create_clock -name clk0 -period $clk_period [get_ports {clk}]

set non_clock_inputs [all_inputs -no_clocks]
set_input_delay [expr $clk_period * $clk_io_pct] -clock clk0 $non_clock_inputs
set_output_delay [expr $clk_period * $clk_io_pct] -clock clk0 [all_outputs]
$ cat /design/flow/design.v
module bin2bcd (
    input  wire         clk,        
    input  wire         reset,      
    input  wire         start,      
    input  wire [12:0]  bin,        
    output reg          ready,      
    output reg          done_tick,  
    output wire [3:0]   bcd3,       
    output wire [3:0]   bcd2,       
    output wire [3:0]   bcd1,       
    output wire [3:0]   bcd0        
);
  localparam [1:0]
    IDLE = 2'b00,
    OP   = 2'b01,
    DONE = 2'b10;
  reg [1:0]  state_reg, state_next;
  reg [12:0] p2s_reg, p2s_next;    
  reg [3:0]  count_reg, count_next;  
  reg [3:0]  bcd3_reg, bcd3_next;
  reg [3:0]  bcd2_reg, bcd2_next;
  reg [3:0]  bcd1_reg, bcd1_next;
  reg [3:0]  bcd0_reg, bcd0_next;
  wire [3:0] bcd0_corr = (bcd0_reg > 4) ? (bcd0_reg + 3) : bcd0_reg;
  wire [3:0] bcd1_corr = (bcd1_reg > 4) ? (bcd1_reg + 3) : bcd1_reg;
  wire [3:0] bcd2_corr = (bcd2_reg > 4) ? (bcd2_reg + 3) : bcd2_reg;
  wire [3:0] bcd3_corr = (bcd3_reg > 4) ? (bcd3_reg + 3) : bcd3_reg;
  always @(*) begin
    state_next  = state_reg;
    ready       = 1'b0;
    done_tick   = 1'b0;
    count_next  = count_reg;
    p2s_next    = p2s_reg;
    bcd3_next   = bcd3_reg;
    bcd2_next   = bcd2_reg;
    bcd1_next   = bcd1_reg;
    bcd0_next   = bcd0_reg;
    case (state_reg)
      IDLE: begin
        ready = 1'b1;
        if (start) begin
          state_next = OP;
          p2s_next   = bin;      
          count_next = 4'd13;     
          bcd3_next  = 4'd0;
          bcd2_next  = 4'd0;
          bcd1_next  = 4'd0;
          bcd0_next  = 4'd0;
        end
      end
      OP: begin
        bcd0_next = {bcd0_corr[2:0], p2s_reg[12]};
        bcd1_next = {bcd1_corr[2:0], bcd0_reg[3]};
        bcd2_next = {bcd2_corr[2:0], bcd1_reg[3]};
        bcd3_next = {bcd3_corr[2:0], bcd2_reg[3]};
        p2s_next  = p2s_reg << 1;
        count_next = count_reg - 1;
        if (count_reg == 0)
          state_next = DONE;
      end
      DONE: begin
        done_tick = 1'b1;
        state_next = IDLE;
      end
      default: state_next = IDLE;
    endcase
  end
  always @(posedge clk or posedge reset) begin
    if (reset) begin
      state_reg <= IDLE;
      p2s_reg   <= 13'd0;
      count_reg <= 4'd0;
      bcd3_reg  <= 4'd0;
      bcd2_reg  <= 4'd0;
      bcd1_reg  <= 4'd0;
      bcd0_reg  <= 4'd0;
    end
    else begin
      state_reg <= state_next;
      p2s_reg   <= p2s_next;
      count_reg <= count_next;
      bcd3_reg  <= bcd3_next;
      bcd2_reg  <= bcd2_next;
      bcd1_reg  <= bcd1_next;
      bcd0_reg  <= bcd0_next;
    end
  end
  assign bcd3 = bcd3_reg;
  assign bcd2 = bcd2_reg;
  assign bcd1 = bcd1_reg;
  assign bcd0 = bcd0_reg;
endmodule
$ cat /design/flow/run.sh
#!/bin/bash
# OpenROAD 26Q1-2900-gdf79404cd8, Yosys 0.63+post, stock flow scripts
make -C /OpenROAD-flow-scripts/flow DESIGN_CONFIG=/design/flow/config.mk WORK_HOME=/design/flow/orfs finish
==> run summary <==
Entry: Yosys synthesis followed by OpenROAD place and route.

Min path:
- In this run the most critical hold path is launched from p2s_reg[3]$_DFFE_PP0P_.
- The run gives the number of cells on the worst hold path as 2.
- The tightest min-delay check is of the reg2reg type.

Die:
- The run puts the starting density of the core at 18.22%.
- The run puts the die outline height at 122 µm.
- The run puts the standard-cell row count at 37.
- Measured along the x axis, the die boundary spans approximately 120 µm.
- 34 I/O pins were placed.
- According to the floorplan report, the placeable core area is 10230 µm².
- The run gives the chip footprint as 14880 µm².

Timing:
- In the final report, the number of hold violations comes to 0.
- Looking at the max-slew report, the worst-margin pin has a slew of slightly above 0.6 ns.
- The run puts the maximum clock frequency at 436.0 MHz.
- The run puts the worst setup skew after layout at about 0.0033 ns.
- The run gives the minimum period implied by the final worst setup slack as between 2 and 2.5 ns.
- The run puts the sum of negative setup slack at 0 ns.
- The run gives the worst slew margin relative to its limit as 59.22%.
- Setup repair after global routing left no endpoint under its margin.
- The run puts the worst hold slack across all endpoints at 0.4945 ns.
- The final critical path takes up between 50% and 60% of the cycle.
- The run puts the number of max-slew violations in the final report at 0.
- The run puts the setup-violating endpoint count in the final report at 0.
- Across all setup checks in the final design, the least slack found is 1.907 ns.

Synth:
- Before any placement, the netlist area is recorded as roughly 1900 µm².
- In the synthesis report, Yosys lists the chip area as about 1900 µm².
- The synthesized netlist contains 35 unique library cells.
- By area the synthesized netlist is led by sky130_fd_sc_hd__dfrtp_1 47%, sky130_fd_sc_hd__inv_1 4.0%, sky130_fd_sc_hd__o32ai_2 3.5%, sky130_fd_sc_hd__ha_1 3.4%, sky130_fd_sc_hd__a32o_1 3.2%.
- After synthesis, the most frequently instantiated cells are 35 x sky130_fd_sc_hd__dfrtp_1, 20 x sky130_fd_sc_hd__inv_1, 10 x sky130_fd_sc_hd__nand2_1.
- The run gives the register area share after synthesis as 48.39%.
- The run puts the async set or reset register ratio after synthesis at 100.0%.
- Synthesis handed over a netlist of 174 instances.
- Among all flip-flop cells after synthesis, the most frequent one is sky130_fd_sc_hd__dfrtp_1.
- The biggest area contributor in the post-synthesis netlist is sky130_fd_sc_hd__dfrtp_1.
- The run puts the flop and latch count out of synthesis at 36.
- The run gives the most common cell in the netlist as sky130_fd_sc_hd__dfrtp_1.
- The run puts the mean area per synthesized cell at 10.71 µm².
- The synthesized design contains 0 enable-type register cells.
- For this design, Yosys synthesis ends with a cell count of ~170.
- The run puts the yosys warning tally at 1.
- The run puts the area share of the leading cell type in the synthesized netlist at 46.98%.

Place:
- STA on the placed design reports a worst setup slack of 1.631 ns.
- The run puts the port buffer count at 33.
- The run gives the routability-driven placement congestion ratio as 0.7530.
- Detailed placement ended at an HPWL of approximately 3200 µm.

Clocking:
- The run gives the clock transition at the registers of the reported paths as 0.07 ns.
- Buffers inserted to repair hold after CTS numbered 0.
- The run gives the buffer depth of the longest clock path as 2.
- The tree built by TritonCTS fans out to 36 sinks.
- After clock tree synthesis, the setup repair step added 0 buffers.
- Looking at the clock tree report, the root buffer type is sky130_fd_sc_hd__clkbuf_8.
- TritonCTS built the clock tree.
- The number of gates resized after CTS was 0.
- The run gives the latest clock arrival within the worst-skew pair as 0.28 ns.
- The run gives the CTS H-tree depth as 2.
- The run gives the number of buffers created by CTS as 5.

Power:
- The run gives the worst ir drop on vdd as 0.1074 mV.
- The run puts the power density over cell area at roughly 260 nW/µm².
- The run gives the static power due to leakage as 0.9511 nW.

Detailed routing:
- The run puts the iteration-0 DRC count of the detailed router at 79.
- The run puts the number of vias per cell after detailed routing at between 4 and 5.
- The run gives the DRC violation count after routing as 0.
- The run puts the remaining antenna violation count after routing at 0.
- The run gives the count of antenna diodes in the layout as 0.
- The routed layout has 1390 vias.
- The run gives the iteration count of the initial detailed-routing pass as 4.
- The run gives the mean routed wirelength per cell as 12.90 µm.
- The run gives the total wire length after detailed routing as 4449 µm.

GRT:
- The run gives the largest net degree at the start of global routing as 37.
- The run puts the total routing resource utilization after global routing at ~6%.
- The run puts the remaining global-route overflow at 0.
- The number of antenna violations at the first check in global routing was 0.
- The run gives the first-pass GRT wire length as ~7200 µm.
- The via count of the first global-routing pass was 1329.

Worst setup path:
- The run puts the worst reg-to-reg path cell count at 5.
- Along the worst path, the maximum fanout reaches 8.
- Broken down by cell family, the worst path's largest delay share belongs to flip-flops.
- On the critical path, the stage with the largest delay is an instance of sky130_fd_sc_hd__dfstp_2.
- Listed in order, past its start point the critical path passes clkdlybuf4s50_1.
- The run gives the required time at the endpoint of the critical path as 3.36 ns.
- The data arrival time reported for the critical path is 1.45 ns.
- The run gives the critical path's largest stage delay as 0.65 ns.
- The run gives the worst setup path startpoint as state_reg[0]$_DFF_PP1_.
- The run gives the startpoint of the lowest-slack register-to-register path as state_reg[2]$_DFF_PP0_.
- The run gives the endpoint kind of the worst setup timing path as a primary output.
- The run puts the combined buffer and inverter count along the critical path at 1.
- The worst setup path is launched from a register.
- The worst setup path is of the reg2out kind.
- The run gives the number of gates on the worst path with buffers counted as 1.

Cells and area:
- The run gives the number of flip-flops under the largest register name as 13.
- The run puts the area growth from synthesis to final layout at 28.79%.
- The run puts the fraction of the core area covered by cells at the end of the flow at 23.47%.
- The run puts the layout cell share with drive strength beyond 1 at 12.44%.

Flow run:
- The logs give a warning total of 25.
- Across the run, the number of max-cap violations was 0.

Run status:
- The flow ran to the end, and the final reports show no timing, DRC or antenna violations.
[cells in the final DEF, fill, tap and decap left out, drive strengths merged, types with 2 or more instances in the layout]
cell type / synthesis / routed
dfrtp: 35 / 35
clkdlybuf4s50: 0 / 33
inv: 20 / 20
nand2: 11 / 11
o21ai: 9 / 9
nor2: 9 / 9
o22ai: 8 / 8
a21oi: 8 / 8
clkbuf: 0 / 8
mux2i: 7 / 7
nor2b: 6 / 6
a32o: 6 / 6
a22o: 5 / 5
o21a: 5 / 5
nor3: 5 / 5
ha: 5 / 5
o32ai: 4 / 4
a31o: 4 / 4
buf: 9 / 3
nand2b: 3 / 3
or3: 2 / 2
o2111ai: 2 / 2
o311ai: 2 / 2
[kinds of logic (layout without fill, tap and decap cells)]
logic type | after synthesis | count (layout) | synth area share [%]
flip-flops | 36 | 36 | 48.39
AND-OR/OR-AND | 54 | 54 | 23.49
AND/OR/NAND/NOR | 42 | 42 | 11.88
buffers and inverters | 29 | 64 | 8.121
multiplexers | 8 | 8 | 4.765
adder cells (fa/ha/maj) | 5 | 5 | 3.356
[power breakdown]
| part | internal [mW] | switching, mW | total (mW) | leakage, nW |
|---|---|---|---|---|
| registers | 0.347 | 0 | 0.347 | 0.468 |
| logic | 0.0144 | 0.0103 | 0.0247 | 0.437 |
| clock network | 0.134 | 0.118 | 0.251 | 0.0455 |
[per-stage QoR]
stage                     cells  area [µm²]  power (mW)
after floorplan             174        1864      0.3604
after global placement      337        2311      0.3787
after detailed placement    337        2311      0.3788
after CTS                   345        2401      0.6314
after global routing        345        2401      0.6486
final                       345        2401      0.6227
[layer usage]
metal	wire (µm)	up-vias	part of all wire (%)	global-route usage, %
li1	-	700	-	-
met1	2148	663	48	8.302
met2	1962	23	44	8.849
met5	0	-	0	0
met4	57	0	1.3	0.8197
met3	281	4	6.3	2.160
[worst paths after layout]
path	to	slack, ns
max in group asynchronous	state_reg[0]$_DFF_PP1_	2.87
max reg2reg	bcd3_reg[3]$_DFFE_PP0P_	2.52
min	p2s_reg[3]$_DFFE_PP0P_	0.49
max	ready	1.91
min in group asynchronous	count_reg[1]$_DFFE_PP0P_	0.97
min reg2reg	p2s_reg[3]$_DFFE_PP0P_	0.49
[tightest hold or removal path, cell delays in order, from the launching register on]
cell and delay (ns):
sky130_fd_sc_hd__dfrtp_1 0.35, sky130_fd_sc_hd__nand2_1 0.05, sky130_fd_sc_hd__o21ai_0 0.06
[final cells by class]
type	instances	area, µm²
multi-input cells	109	810.8
inverters	20	75.07
flip-flops and latches	36	902.1
fillers	1070	7830
repair buffers	36	352.8
clock buffers	8	90.09
well taps	136	170.2
Power and IR drop assume default switching activity.

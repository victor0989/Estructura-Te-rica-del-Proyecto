===== ./config.mk =====
export PLATFORM = sky130hd
export DESIGN_NAME = STATE_REGISTER
export DESIGN_NICKNAME = STATE_REGISTER
export VERILOG_FILES = /design/flow/design.v
export SDC_FILE = /design/flow/constraint.sdc
export NUM_CORES = 4
export LEC_CHECK = 1
export CORE_AREA = 10 10 257 257
export DIE_AREA = 0 0 267 267

===== ./run.sh =====
#!/bin/bash
# OpenROAD 26Q1-2900-gdf79404cd8, Yosys 0.63+post, stock flow scripts
make -C /OpenROAD-flow-scripts/flow DESIGN_CONFIG=/design/flow/config.mk WORK_HOME=/design/flow/orfs finish

===== ./constraint.sdc =====
current_design STATE_REGISTER

set clk_period 19.5
set clk_io_pct 0.2

create_clock -name clk0 -period $clk_period [get_ports {clock}]

set non_clock_inputs [all_inputs -no_clocks]
set_input_delay [expr $clk_period * $clk_io_pct] -clock clk0 $non_clock_inputs
set_output_delay [expr $clk_period * $clk_io_pct] -clock clk0 [all_outputs]

===== ./design.v =====
module STATE_REGISTER (
    input clock,
    input reset,
    input clock_enable,
    input mmu_ready,
    input is_sleep,
    input is_illegal,
    input is_load_store,
    input is_branch_taken,
    input is_fence,
    input exception_triggered,
    input singlestep_trap_triggered,
    input timer_interrupt_triggered,
    input [35:0] csr_trapvec_from_CSR,
    input [63:0] mmu_result_data,
    input [15:0] mmu_result_code,
    input [63:0] regD_data,
    input [35:0] target_address,
    input [35:0] pc_of_next_inst,
    input [63:0] cycle_count,
    output reg in_final_state_of_instr,
    output reg [35:0] pc,
    output reg [31:0] inst,
    output reg [15:0] inst_code,
    output reg [31:0] inst_count
);
    localparam BEGIN_STATE       = 4'd0;
    localparam PRE_EXEC_STATE    = 4'd1;
    localparam EXEC_STATE        = 4'd2;
    localparam RD_WR_STATE       = 4'd3;
    localparam BRANCH_STATE      = 4'd4;
    localparam EXCEPT_STATE      = 4'd5;
    localparam FENCE_STATE       = 4'd6;
    localparam SLEEP_STATE       = 4'd7;
    localparam ILLEGAL_STATE     = 4'd8;
    reg [3:0] state, next_state;
    reg [63:0] hold;
    reg [15:0] hold_code;
    localparam NOP_INSTRUCTION = 32'h0000_0013;  
    always @* begin
        case (state)
            BEGIN_STATE:    next_state = PRE_EXEC_STATE;
            PRE_EXEC_STATE: next_state = EXEC_STATE;
            EXEC_STATE: begin
                if (is_sleep)
                    next_state = SLEEP_STATE;
                else if (is_illegal)
                    next_state = ILLEGAL_STATE;
                else if (is_load_store)
                    next_state = RD_WR_STATE;
                else if (is_branch_taken)
                    next_state = BRANCH_STATE;
                else
                    next_state = EXEC_STATE;
            end
            RD_WR_STATE: begin
                if (is_fence)
                    next_state = FENCE_STATE;
                else if (is_branch_taken)
                    next_state = BRANCH_STATE;
                else
                    next_state = EXEC_STATE;
            end
            BRANCH_STATE:  next_state = EXEC_STATE;
            EXCEPT_STATE:  next_state = PRE_EXEC_STATE;
            FENCE_STATE:   next_state = PRE_EXEC_STATE;
            SLEEP_STATE:   next_state = SLEEP_STATE;
            ILLEGAL_STATE: next_state = ILLEGAL_STATE;
            default:       next_state = ILLEGAL_STATE;
        endcase
        in_final_state_of_instr = (next_state != RD_WR_STATE) &&
                                  (next_state != BRANCH_STATE) &&
                                  (state != SLEEP_STATE) &&
                                  (state != EXCEPT_STATE) &&
                                  (state != FENCE_STATE);
        if (exception_triggered && ((state == EXEC_STATE) || (state == RD_WR_STATE) || (state == BRANCH_STATE))) begin
            next_state = EXCEPT_STATE;
        end else if ((singlestep_trap_triggered || timer_interrupt_triggered) && (next_state == EXEC_STATE)) begin
            next_state = EXCEPT_STATE;
        end
    end
    always @(posedge clock or posedge reset) begin
        if (reset) begin
            state      <= BEGIN_STATE;
            pc         <= 36'h4_0000_0000;      
            inst       <= NOP_INSTRUCTION;      
            inst_code  <= 16'b0;
            hold       <= 64'b0;
            hold_code  <= 16'b0;
            inst_count <= 32'b0;
        end else if (clock_enable) begin
            if (state == BEGIN_STATE) begin
                if (!mmu_ready || (cycle_count < 64'd2)) begin
                    state <= BEGIN_STATE;
                end else begin
                    state     <= PRE_EXEC_STATE;
                    inst      <= NOP_INSTRUCTION;
                    inst_code <= 16'b0;
                    pc        <= pc + 36'd4;
                end
            end else if (mmu_ready) begin
                if (next_state == EXEC_STATE) begin
                    if (state == RD_WR_STATE) begin
                        inst       <= hold[63:32];
                        inst_code  <= hold_code;
                        inst_count <= inst_count + 32'd1;
                    end else begin
                        inst       <= mmu_result_data[63:32];
                        inst_code  <= mmu_result_code;
                        inst_count <= inst_count + 32'd1;
                    end
                end
                if ((next_state == RD_WR_STATE) || (state == EXEC_STATE)) begin
                    hold      <= mmu_result_data;
                    hold_code <= mmu_result_code;
                end
                if ((next_state == EXEC_STATE) || (next_state == PRE_EXEC_STATE)) begin
                    pc <= pc + 36'd4;
                end else if (next_state == BRANCH_STATE) begin
                    pc   <= target_address + 36'd4;
                    hold <= regD_data;
                end else if (next_state == EXCEPT_STATE) begin
                    pc        <= csr_trapvec_from_CSR;   
                    inst      <= NOP_INSTRUCTION;        
                    inst_code <= 16'b0;
                end else if (next_state == FENCE_STATE) begin
                    pc        <= pc_of_next_inst;        
                    inst      <= NOP_INSTRUCTION;
                    inst_code <= 16'b0;
                end
                state <= next_state;
            end
        end
    end
endmodule

==> results.toml <==
# implementation run metrics
[status]
run_status = "finished, final reports clean"

[synthesis]
synth_top_flop_cell = "dfrtp_1"
post_synth_num_cell_types = 76
yosysChipArea_um2 = 10160
synth.top_cells.by_area = "dfrtp_1, mux2i_1, xnor2_1, a21oi_1, o21ai_0"
sequential_cell_area_fraction_in_the_yosys_report_pct = 42.66
synth_area_um2 = 10160
enable_flop_cells = 0
ys_async_rst_share_pct = 100.0
yosys_warnings = 1
syn_area_per_cell_um2 = 9.264
synth.largest_area_cell = "dfrtp_1"
yosys_cells = 1097
ys.flops = 173
synth_cells = 1097
common_cells = "dfrtp_1, nand2_1, a21oi_1, o21ai_0, nor2_1"
synthMostInstantiatedCell = "dfrtp_1"
post-synth-top-area-fraction_pct = 41.37

[placed_design]
detailed_place_hpwl_um = 37100
gpl.final_weighted_congestion = 0.8990
port-buffer-count = 379
pre_cts_slack_ns = 9.077

[cts]
clock_sink_count = 173
post_cts_buffers = 0
clock_latency_ns = 0.49
ctsRootBufferMaster = "clkbuf_16"
cts_hold_repair.buffers = 0
ctsResizeCount = 0
clock_tree.htree_level_count = 4
clk_pin_slew_ns = 0.07
cts_tree = "done"
max-clock-path-buffers = 2
tritoncts.num_buffers = 17

[timing]
fin_tns_setup_ns = 0
finalClockSkew_ns = 0.01058
report.final.slew_viol_count = 0
layout_worst_path_cycle_share_pct = 53.51
slew_at_the_pin_with_the_worst_max_slew_slack_ns = 0.8499
timing_hold_violations_final = 0
max_slew_margin_pct = 43.20
worst_setup_slack_final_ns = 9.065
min_period_ns = 10.43
setup_repair_after_global_routing_missed_its_margin = "no"
report.final.setup_viol = 0
max_freq_mhz = 95.83

[grt]
number_of_antenna_violations_at_the_first_check_in_global_routing = 25
grt.total_usage_pct = 13.31
grt_pass1_vias = 10550
groute.layer.met3.usage_pct = 7.377
use_met2_pct = 20.27
highest_utilization_routing_layer_at_the_global_route_stage = "met2"
grtUsageMet1_pct = 16.70
first_pass_grt_wire_length_um = 70350
grt_start_max_net_pins = 54
globalRoute.totalOverflow = 0

[route]
postRouteAntennaNets = 0
remaining_drc_errors = 0
avgRoutedWirePerCell_um = 21.19
num_vias = 10480
via_per_inst = 4.655
drt_pass1_iterations = 5
initialDrtViolationCount = 678
detail_route.wirelength_um = 47710

[pwr]
p_comb_share_pct = 38.5
cell_internal_pwr_w = 0.0009292
p_leak_nw = 5.751
power.ir.vdd_worst_mv = 0.06188
pwr_density_cell_nw_per_um2 = 95.66
clock_power_share_pct = 24.0
power.switching_fraction_pct = 36.99
p_switching_w = 0.0005454
seq_power_share_pct = 37.5

[floorplan]
design.core.area_um2 = 60360
pin_count = 445
chipArea_um2 = 71290
rows = 90
floorplanUtilization_pct = 16.84
die_width_um = 267
die.size.y_um = 267

[flow_run]
tool_warnings = 90
max_cap_viol_count = 0

[setup_path]
critical_path.startpoint_type = "primary input"
critPathArrivalTime_ns = 6.53
worst-path-max-fanout = 13
crit_buf_inv = 2
critical_path_required_ns = 15.60
critical_path.cell_chain = "clkdlybuf4s50_1, o21ai_0, nand2_1, o41ai_1, a21oi_1, clkdlybuf4s50_1"
ff_to_ff_start = "state[7]"
crit_path_top_delay_cell = "clkdlybuf4s50_1"
crit_path_end_kind = "output port"
crit_path_max_incr_delay_ns = 0.62
worstSetupPathType = "in2out"
timing.critical_path.max_delay_family = "AND-OR/OR-AND gates"
critical_path.most_common_cell = "clkdlybuf4s50_1"
worstSetupStartpoint = "is_sleep"

[cells_and_area]
layout_cell_share_with_drive_strength_beyond_1_pct = 7.787
syn_to_final_growth_pct = 51.70

[min_path]
worst_hold_path_type = "reg2reg"
holdCritStartpoint = "inst_count[31]"
-- power by group through the flow --
stage	logic [W]	clock network (W)	registers [W]
CTS	0.000570	0.000366	0.000551
global route	0.000622	0.000380	0.000569
finish	0.000567	0.000355	0.000553
-- cells by family after synthesis --
logic type / count (synthesis) / share of synthesized area (%)
AND-OR/OR-AND: 324 / 21.19
flip-flops: 173 / 42.66
multiplexers: 73 / 7.412
adder cells (fa/ha/maj): 4 / 0.4679
XOR/XNOR: 58 / 4.999
AND/OR/NAND/NOR: 378 / 19.33
buffers and inverters: 87 / 3.940
-- path summary, 6_finish.rpt --
| check | to | slack (ns) | depth (start not counted) |
|---|---|---|---|
| max | in_final_state_of_instr | 9.07 | 6 |
| min | inst_count[31] | 0.47 | 1 |
| max reg2reg | hold[54] | 15.81 | 8 |
| min reg2reg | inst_count[31] | 0.47 | 1 |
| max in group asynchronous | inst[29] | 14.01 | 4 |
| min in group asynchronous | pc[2] | 3.75 | 2 |
-- metal layers --
metal,part of all wire (%),vias to the layer above
met3,13,67
met5,0.39,-
met2,45,431
met4,1.7,32
met1,40,5097
li1,-,4856
-- metrics by stage --
| stage | area, µm² | total power (W) | util [%] | std cells | hold slack (ns) |
|---|---|---|---|---|---|
| 5_1_grt | 15410 | 0.001571 | 25.52 | 2248 | 0.4996 |
| 3_3_place_gp | 14820 | 0.001114 | 24.55 | 2214 | 0.4611 |
| 2_1_floorplan | 10160 | 0.0008431 | - | 1097 | 0.4204 |
| 6_report | 15420 | 0.001475 | 25.54 | 2252 | 0.4706 |
| 4_1_cts | 15400 | 0.001487 | 25.52 | 2246 | 0.4734 |
| 3_5_place_dp | 14820 | 0.001125 | 24.55 | 2214 | 0.4638 |
-- state kept, by name, indices dropped and copies added (netlist names) --
signal / flops
inst_count: 32
hold: 32
pc: 36
hold_code: 16
inst_code: 16
state: 9
inst: 32
-- cell usage in the layout, fill, tap and decap left out, drive strengths merged, types with 23 or more instances in the layout --
master         instances
clkdlybuf4s50        379
dfrtp                168
nand2                 93
o21ai                 77
nor2                  75
a21oi                 74
mux2i                 55
nand3                 55
o22ai                 45
xnor2                 42
nand4                 34
inv                   29
and3                  27
nor4                  27
a211oi                23
buf                   23
-- area by class of cell --
cell class,count,area (µm²)
fillers,6339,44940
multi-input cells,837,5455
flip-flops and latches,173,4339
repair buffers,402,3966
well taps,782,978.4
clock buffers,19,442.9
clock inverters,13,138.9
inverters,20,80.08
diodes,6,15.01
Power and IR drop assume default switching activity.

===== ./constraint.sdc =====
current_design REGS

set clk_period 12.0
set clk_io_pct 0.2

create_clock -name clk0 -period $clk_period [get_ports {clock}]

set non_clock_inputs [all_inputs -no_clocks]
set_input_delay [expr $clk_period * $clk_io_pct] -clock clk0 $non_clock_inputs
set_output_delay [expr $clk_period * $clk_io_pct] -clock clk0 [all_outputs]

===== ./design.v =====
module REGS (
    input  wire         clock,
    input  wire         clock_enable,
    input  wire         reset_in,
    input  wire         mmu_ready,
    input  wire   [3:0] reg1_addr,
    input  wire   [3:0] reg2_addr,
    input  wire   [3:0] reg3_addr,
    output wire  [63:0] reg1_data,
    output wire  [63:0] reg2_data,
    output wire  [63:0] reg3_data,
    output wire  [63:0] regLR_data,
    output wire  [63:0] regSP_data,
    input  wire   [3:0] regD_addr,
    input  wire  [63:0] regD_data,
    input  wire         reg_write_en
);       
    reg [63:0] regs [15:0];
    assign reg1_data = (reg1_addr == 4'd0) ? 64'b0 : regs[reg1_addr];
    assign reg2_data = (reg2_addr == 4'd0) ? 64'b0 : regs[reg2_addr];
    assign reg3_data = (reg3_addr == 4'd0) ? 64'b0 : regs[reg3_addr];
    assign regLR_data = regs[14];
    assign regSP_data = regs[15];
    genvar k;
    generate
        for (k = 1; k < 16; k = k + 1) begin : reg_block
            always @(posedge clock) begin
                if (clock_enable) begin
                    if (reset_in) begin
                        regs[k] <= 64'b0;
                    end else if (reg_write_en && (regD_addr == k) && mmu_ready) begin
                        regs[k] <= regD_data;
                    end
                end
            end
        end
    endgenerate
endmodule

===== ./run.sh =====
#!/bin/bash
# OpenROAD 26Q1-2900-gdf79404cd8, Yosys 0.63+post, stock flow scripts
make -C /OpenROAD-flow-scripts/flow DESIGN_CONFIG=/design/flow/config.mk WORK_HOME=/design/flow/orfs finish

===== ./config.mk =====
export PLATFORM = sky130hd
export DESIGN_NAME = REGS
export DESIGN_NICKNAME = REGS
export VERILOG_FILES = /design/flow/design.v
export SDC_FILE = /design/flow/constraint.sdc
export NUM_CORES = 4
export LEC_CHECK = 1
export CORE_UTILIZATION = 30

==> reports/summary.json <==
{
  "global_routing": {
    "global_route.overflow_total": 0,
    "maximum_number_of_pins_on_one_net_before_global_route_repair": 95,
    "grt_antenna_before_repair": 26,
    "grt_pass1_vias": 52600,
    "first_pass_grt_wire_length_mm": 450,
    "grt_usage_pct": 38.3
  },
  "logic_synthesis": {
    "syn_area_per_cell_sq_um": 11.4,
    "synth_chip_area_sq_um": 53700,
    "yosys_cells": 4713,
    "async_flop_share_pct": 0,
    "yosysUniqueCellTypes": 79,
    "gate_count_of_the_mapped_netlist": 4713,
    "synthesis.yosys.warnings": 66,
    "ys.flop_type": "sky130_fd_sc_hd__edfxtp_1",
    "sequential_element_share_of_the_synthesized_area_pct": 53.7,
    "synth-edff-count": 960,
    "syn-cell-area_sq_um": 53700,
    "register_bit_total_from_synthesis": 960
  },
  "worst_setup_path": {
    "critical-path-top-cell-by-count": "sky130_fd_sc_hd__buf_4",
    "critical_path_buf_inv_count": 4,
    "cp_data_required_time_ps": 9600,
    "critPathKind": "input port to output pin",
    "max_stage_delay_ps": 630,
    "cp_slowest_cell": "sky130_fd_sc_hd__nand2_1",
    "cp_max_fo": 26,
    "worst-endpoint-arrival_ps": 6650,
    "family_with_the_most_delay_on_the_worst_path": "buffers and inverters",
    "worst_setup_path_start_kind": "input port",
    "cp-endpoint": "reg1_data[31]",
    "stages_on_the_worst_setup_path": 9,
    "timing.critical_path.from": "reg1_addr[1]",
    "endpoint_kind": "output pin",
    "cells_traversed_along_the_worst_timing_path": "buf_4 -> buf_4 -> buf_4 -> and2_1 -> nand2_1 -> o22ai_1 -> o21ai_0 -> a21oi_1 -> clkdlybuf4s50_1"
  },
  "run_status": {
    "run_status": "finished with violations",
    "violations": "max-capacitance violations, max-slew violations"
  },
  "floorplan": {
    "core.rowCount": 154,
    "die.size.y_um": 425,
    "boundaryPins": 405,
    "floorplan.initialDensity_pct": 30.4,
    "die_w_um": 425,
    "coreArea_sq_um": 177000,
    "die-area_sq_um": 181000
  },
  "sta": {
    "layout_worst_path_cycle_share_pct": 75.4,
    "report.final.slew_viol_count": 4,
    "tightestPinTransition_ps": 1550,
    "hold_viol_final": 0,
    "finalSetupViolCount": 0,
    "holdWs_ps": 2300,
    "final_period_minus_worst_setup_slack_ps": 9050,
    "rsz0062_at_grt": "false",
    "maxClockFrequency_mhz": 110,
    "fin_tns_setup_ps": 0,
    "max_slew_margin_pct": -3.21
  },
  "final_layout": {
    "layout-drive-gt1-share_pct": 13.7,
    "final-seq-area_sq_um": 28800,
    "syn2layout_area_growth_pct": 20.8,
    "mi_logic_area_sq_um": 22900,
    "finish.cell_count_without_fillers": 7491,
    "largest_reg_flops": 960,
    "fillers": 17000,
    "final_area_sq_um": 64900,
    "reg_top3": "regs (960)",
    "max_flop_register": "regs"
  },
  "power": {
    "fraction_of_power_consumed_by_sequential_logic_pct": 43.9,
    "clock_power_share_pct": 36.7,
    "power_frac_comb_pct": 19.4,
    "vdd_ir_drop_max_mv": 0.129,
    "leakage_nw": 21.1,
    "fin_total_pwr_mw": 9.64,
    "total_switching_power_mw": 2.99,
    "power.share.switching_pct": 31.0,
    "power.density_cell_area_nw_per_um2": 149,
    "p_int_mw": 6.65
  },
  "routing": {
    "drc": 0,
    "route.detailed.vias_per_inst": 7.02,
    "route.final.wire_length_mm": 337,
    "initialDrtViolationCount": 7602,
    "routed_wire_length_per_instance_um": 45.1,
    "final_antenna_net_count": 0,
    "num_vias": 52600,
    "dr.pass1.iters": 8
  },
  "cts": {
    "cts_setup_buffers": 0,
    "ctsLongestPathBuffers": 3,
    "clk_root_buffer_cell": "sky130_fd_sc_hd__clkbuf_16",
    "cts_tree": "built",
    "cts_buffers": 108,
    "depth_of_the_cts_h_tree": 3,
    "hold_buffers": 0,
    "numClockSinks": 960,
    "cts_resized": 0,
    "cts_clk_pin_slew_worst_paths_ps": 60
  },
  "placement": {
    "area_after_detailed_placement_sq_um": 61100,
    "place.port_buffers": 404,
    "gp_routability_congestion": 1.06,
    "dp.final_hpwl_mm": 212,
    "placed_cells_incl_taps": 7266
  },
  "hold_path": {
    "min-delay-path-class": "input port to register"
  },
  "flow_run": {
    "max_cap_viol": 1,
    "tool_warnings": 25
  }
}
[metal layers]
metal	vias up	part of all wire, %	wire length (um)	track usage [%]
met5	-	0.13	425	2.91
met4	38	10	33700	27.9
met3	1762	18	61200	27.5
met2	5600	40	136000	51.1
met1	25200	31	106000	42.0
li1	20000	-	-	-
[cells in the mapped netlist (40+ instances only)]
library cell | count | area (sq um)
sky130_fd_sc_hd__a221oi_1 | 227 | 1990
sky130_fd_sc_hd__mux2_1 | 41 | 462
sky130_fd_sc_hd__and3_1 | 41 | 257
sky130_fd_sc_hd__a21oi_1 | 568 | 2840
sky130_fd_sc_hd__a22oi_1 | 407 | 3060
sky130_fd_sc_hd__nor2b_1 | 116 | 726
sky130_fd_sc_hd__mux2i_1 | 165 | 1650
sky130_fd_sc_hd__edfxtp_1 | 960 | 28800
sky130_fd_sc_hd__o22ai_1 | 113 | 707
sky130_fd_sc_hd__nand2_1 | 207 | 777
sky130_fd_sc_hd__a31oi_1 | 74 | 463
sky130_fd_sc_hd__a22o_1 | 140 | 1230
sky130_fd_sc_hd__o21ai_0 | 120 | 601
sky130_fd_sc_hd__a32oi_1 | 40 | 350
sky130_fd_sc_hd__clkbuf_1 | 237 | 890
sky130_fd_sc_hd__o21ai_1 | 57 | 285
sky130_fd_sc_hd__mux2_2 | 99 | 1110
sky130_fd_sc_hd__buf_2 | 198 | 991
sky130_fd_sc_hd__and3b_1 | 48 | 420
sky130_fd_sc_hd__nor2_1 | 167 | 627
[kinds of logic (layout without fill, tap and decap cells)]
family                 count (synthesis)  count (layout)  share of synthesized area, %
AOI/OAI and AO/OA                   2075            2075                          27.0
buffers and inverters                513             930                          4.41
DFF                                  960             960                          53.7
muxes                                313             313                          6.35
other                                  0              21                             0
and+or+nand+nor                      852             852                          8.60
[cells in the final DEF (no fill, tap or decap), drive strengths merged, types with 113 or more instances in the layout]
cell type | Yosys | routed
nor2 | 175 | 175
a22o | 140 | 140
a21oi | 568 | 568
o21ai | 177 | 177
a221oi | 237 | 237
edfxtp | 960 | 960
clkbuf | 237 | 125
o22ai | 113 | 113
buf | 256 | 313
mux2 | 140 | 140
mux2i | 165 | 165
a22oi | 407 | 407
clkdlybuf4s50 | 0 | 391
nand2 | 207 | 207
nor2b | 116 | 116
[cell type report]
class	count	area share (%)
Tap cell	2340	4.51
Timing Repair Buffer	706	9.87
Inverter	20	0.116
Clock buffer	123	4.39
Clock inverter	81	1.29
Antenna cell	21	0.0810
Multi-Input combinational cell	3240	35.3
Sequential cell	960	44.4
[worst min path at each step]
stage	startpoint	to	slack, ps	cells past startpoint
CTS	reset_in	regs[15][55]	2290	3
global route	reset_in	regs[15][55]	2410	3
finish	reset_in	regs[15][55]	2300	3
[through the flow]
stage	worst slack, ps	util (%)
CTS	3200	36.6
detailed placement	3220	34.6
global placement	3290	34.6
global route	2990	36.6
finish	2950	36.7
floorplan	5820	-
[power by group through the flow]
stage                 registers (mW)  clock network, mW  logic [mW]
after global routing            4.25               3.65        1.90
final                           4.23               3.54        1.87
after CTS                       4.22               3.54        1.78
No activity file was given, so power comes from the tool's default toggle rates.
